<file path="./config.mk">
export PLATFORM = sky130hd
export DESIGN_NAME = ehourglass
export DESIGN_NICKNAME = ehourglass
export VERILOG_FILES = /design/flow/design.v
export SDC_FILE = /design/flow/constraint.sdc
export NUM_CORES = 4
export LEC_CHECK = 1
export CORE_UTILIZATION = 40
</file>
<file path="./constraint.sdc">
current_design ehourglass

set clk_period 2.4
set clk_io_pct 0.2

create_clock -name clk0 -period $clk_period [get_ports {clk}]

set non_clock_inputs [all_inputs -no_clocks]
set_input_delay [expr $clk_period * $clk_io_pct] -clock clk0 $non_clock_inputs
set_output_delay [expr $clk_period * $clk_io_pct] -clock clk0 [all_outputs]
</file>
<file path="./design.v">
module counter (clk,cnt,rst,stop);
input clk,rst,stop; 
parameter N = 5; 
output reg [N:0] cnt;
always @ (posedge clk or posedge rst)
	if (rst) begin
		cnt <= 0;
	end
	else begin 
	if (stop ==0) begin  
			if (cnt == 60) cnt <= 0; 
			else cnt <= cnt + 1;
		end
		else
			cnt <= cnt;
	end
endmodule
module debounce (clk,rst,key,key_pulse);
parameter   N = 1;  
input             clk;
input             rst;
input   [N-1:0]   key;          
output  [N-1:0]   key_pulse;    
reg     [N-1:0]   key_rst_pre;   
reg     [N-1:0]   key_rst;       
wire    [N-1:0]   key_edge;    
always @(posedge clk  or  posedge rst)
begin
  if (rst) begin
	   key_rst <= {N{1'b1}};   
	   key_rst_pre <= {N{1'b1}};
  end
  else begin
	   key_rst <= key;     
	   key_rst_pre <= key_rst;  
  end    
end
assign  key_edge = key_rst_pre & (~key_rst); 
reg	[16:0]	  cnt;    
always @(posedge clk or posedge rst)
begin
	if(rst)
	 cnt <= 0;
	else if(key_edge)
	 cnt <= 0;
	else
	 cnt <= cnt + 1'h1;
end  
  reg     [N-1:0]   key_sec_pre;                 
  reg     [N-1:0]   key_sec;                    
always @(posedge clk  or  posedge rst)
begin
	if (rst) 
	  key_sec <= {N{1'b1}};                
	else begin
	if (cnt==16'h4e20)
	  key_sec <= key;
	else if (key_edge)
	  key_sec <= {N{1'b1}};
	end
end
always @(posedge clk  or  posedge rst)
begin
 if (rst)
	  key_sec_pre <= {N{1'b1}};
 else                   
	  key_sec_pre <= key_sec;             
end 
assign  key_pulse = key_sec_pre & (~key_sec);     
endmodule	
module divide(clk,rst,clkout_1hz,clkout,sw,clkout_1khz);
input clk,rst; 
input [1:0] sw; 
output clkout,clkout_1hz,clkout_1khz; 
reg clkout_half_hz,clkout_1hz,clkout_2hz,clkout_4hz,clkout,clkout_1khz; 
reg [6:0] cnt1;
reg [8:0] cnt;
initial 
begin
clkout_half_hz = 0;
clkout_1hz = 0;
clkout_2hz = 0;
clkout_4hz = 0;
clkout_1khz = 0;
end
always @(sw or clkout_half_hz or clkout_1hz or clkout_2hz or clkout_4hz) 
begin
	case(sw)
	 2'b00:clkout = clkout_half_hz;
	 2'b01:clkout = clkout_1hz;
	 2'b10:clkout = clkout_2hz;
	 2'b11:clkout = clkout_4hz;
	default:;
	endcase
end
always @(posedge clk or posedge rst) 
begin
	if(rst) cnt = 0;
	else begin
	if(cnt == 500) begin clkout_1khz = ~clkout_1khz;cnt = 0;end
	else cnt = cnt + 1;
	end
end
always @(posedge clkout_1khz or posedge rst) 
begin
	if(rst) cnt1 = 0;
	else begin
	if(cnt1 == 125) begin clkout_4hz = ~clkout_4hz;cnt1 = 0;end
	else cnt1 = cnt1 + 1;
	end
end
always @(posedge clkout_4hz or posedge rst) 
begin
	if(rst) clkout_2hz = 0;
	else clkout_2hz = ~clkout_2hz;
end
always @(posedge clkout_2hz or posedge rst) 
begin
	if(rst) clkout_1hz = 0;
	else clkout_1hz = ~clkout_1hz;
end
always @(posedge clkout_1hz or posedge rst) 
begin
	if(rst) clkout_half_hz = 0;
	else clkout_half_hz = ~clkout_half_hz;
end
endmodule
module ehourglass(sw1,btn0,rst,clk,speed,beep,r_col,g_col,row,seg_led,seg_led_d,
				lcd_rs,lcd_rw,lcd_e,d);
input sw1,btn0,rst,clk; 
input [1:0]speed; 
output  lcd_rs,lcd_rw,lcd_e; 
output  [7:0] d;
output beep;
output [7:0]r_col,g_col,row; 
output [8:0]seg_led; 
output [7:0]seg_led_d;
wire [1:0]seg_leds;
assign seg_led_d={6'b111111,seg_leds};
wire clk_1hz,clkout,clk_1khz; 
wire [5:0] cnt_matrix,cnt_clock;
wire btn0_pulse;
reg stop;
always @(posedge clk or posedge rst) 
begin
if (rst) stop = 0;
else if (btn0_pulse) stop = ~stop;
end
divide  d1(
			.clk(clk),
			.rst(rst),
			.clkout_1hz(clk_1hz),
			.clkout(clkout),
			.sw(speed),
			.clkout_1khz(clk_1khz)
			); 
counter ct(
			.clk(clk_1hz),
			.cnt(cnt_clock),
			.rst(rst),
			.stop(stop)
			); 
counter #(.N(0))cm(
			.clk(clkout),
			.cnt(cnt_matrix),
			.rst(rst),
			.stop(stop)
			); 
seg_led s1(
			.num(cnt_clock),
			.seg_led(seg_led),
			.seg_leds(seg_leds),
			.clk(clk)
			); 
debounce de1(
			  .clk(clk),
			  .rst(rst),
			  .key(btn0),
			  .key_pulse(btn0_pulse)
				); 
led_matrix l1(
			  .clk(clk),
			  .cnt(cnt_matrix),
			  .r_col(r_col),
			  .g_col(g_col),
			  .row(row),
			  .clk_out(clkout),
			  .sw1(sw1),
			  .stop(stop),
			  .rst(rst)
			    ); 
lcd 	lcd1(
			  .clk_LCD(clk_1khz),
			  .speed(speed),
			  .rst(rst),
			  .stop(stop),
			  .data(d),
			  .RS(lcd_rs),
			  .RW(lcd_rw),
			  .en(lcd_e)
				);	 
music m1(
			.clk(clk),
			.clkout(clkout),
			.rst(rst),
			.beep(beep)
			); 
endmodule
module lcd(clk_LCD,rst,en,RS,RW,data,stop,speed);
input      clk_LCD;   
input       rst,stop; 
input [1:0] speed;    
output    en,RS,RW;   
output   reg [7:0]  data;
reg               RS,en_sel;
reg     [2:0]   disp_count; 
reg     [2:0]   state; 
parameter   clear_lcd  = 3'b0000,  
		  set_disp_mode  = 3'b0001,  
	  disp_on           = 3'b0010, 
			shift_down    = 3'b0011,  
	  write_data_first  = 3'b0101, 
				  idle     = 3'b0111; 
assign  RW = 1'b0;                     
assign  en = en_sel ? clk_LCD : 1'b0;
reg [7:0]    data_first_line     [13:0];   
reg [1:0] speed_pre,speed_now; 
always @(posedge clk_LCD)
begin
	speed_now <= speed;
	speed_pre <= speed_now;
end
assign pulse = (speed_now==speed_pre)? 0:1;
always @(posedge clk_LCD )
begin
if(stop)begin	  
   data_first_line[0] <= 8'h57;
   data_first_line[1] <= 8'h65;
   data_first_line[2] <= 8'h7c;
   data_first_line[3] <= 8'h63;
   data_first_line[4] <= 8'h6f;
   data_first_line[5] <= 8'h6d;
   data_first_line[6] <= 8'h65;
   end
else if(!stop)begin	 
   data_first_line[0] = 8'h53;
   data_first_line[1] = 8'h50;
   data_first_line[2] = 8'h45;
   data_first_line[3] = 8'h45;
   data_first_line[4] = 8'h44;
   data_first_line[5] = 8'h3a;  
	case(speed)				 
	0:data_first_line[6] = 8'h31;
	1:data_first_line[6] = 8'h32;
	2:data_first_line[6] = 8'h33;
	3:data_first_line[6] = 8'h34;
	default:;
	endcase
   end
end
always @(posedge clk_LCD or posedge rst)
begin
   if(rst)
     begin
         state         <= clear_lcd;    
         RS            <= 1'b0;         
         data        <= 8'b0;          
         en_sel       <= 1'b1;        
         disp_count <= 5'b0;
     end
   else
     case(state)
     clear_lcd:                               
            begin          
               state  <= set_disp_mode;
               data  <= 8'h01;               
            end
     set_disp_mode:        
            begin
               state  <= disp_on;
               data  <= 8'h38;                              
            end
     disp_on:            
            begin
               state  <= shift_down;
               data  <= 8'h0c;                           
            end
     shift_down:        
           begin
               state  <= write_data_first;
               data  <= 8'h06;                         
           end
     write_data_first:              
           begin
               if(disp_count == 7)                      
                   begin
                       data    <= 8'hc2;               
                       RS     <= 1'b0;
                       disp_count   <= 4'b0;
                       state    <= idle;        
                   end
               else
                   begin
                       data    <= data_first_line[disp_count];
                       RS     <= 1'b1;                  
                       disp_count   <= disp_count + 1'b1;
                       state    <= write_data_first;
                   end
           end
     idle:            
           begin
               if(pulse)state <= clear_lcd;  
					else state <= idle;
           end
     default:  state <= clear_lcd; 
     endcase
end
endmodule
module led_matrix (clk_out,clk,cnt,r_col,g_col,row,rst,sw1,stop);
input clk,clk_out,rst,sw1,stop;
output reg[7:0]r_col,g_col,row;
input [4:0]cnt; 
reg [2:0] row_cnt;
reg [9:0] row_l;
reg [9:0] row_r;
initial 
	begin
	row_cnt=3'b000;
	row_l = 10'b11_1111_1111;
	row_r = 10'b11_1111_1111;
	end
always @(posedge clk_out or posedge rst) 
 if (rst) begin
   row_l = 10'b11_1111_1111;
	row_r = 10'b11_1111_1111;
	end
 else begin
 if(stop==0)begin   
	 if (!cnt[0]) begin
	  if(sw1==1) row_l = row_l<<1'b1;   
	  else if(sw1==0) begin  
			row_l = row_l>>1'b1;          
			row_l[9] = 1'b1;
		 end
	 end
	 else if (cnt[0]) begin
	  if(sw1==1) row_r = row_r>>1'b1;   
	  else if(sw1==0) begin				  
			row_r = row_r<<1'b1;			   
			row_r[0]= 1'b1;
		 end
	 end
	end
 end
always @(posedge clk)  
begin
 row_cnt =row_cnt + 1;
 begin
  case(row_cnt)
	3'b000: begin 
			row=8'b1111_1110; 
			r_col = {row_l[3:0],row_r[9:6]};  
			g_col = {~row_l[3:0],~row_r[9:6]}; 
			  end
	3'b001: begin 
			row=8'b1111_1101; 
			r_col = {1'b0,row_l[6:4],row_r[5:3],1'b0}; 
			g_col = {1'b0,~row_l[6:4],~row_r[5:3],1'b0};
			  end
  	3'b010: begin 
			row=8'b1111_1011; 
			r_col = {2'b00,row_l[8:7],row_r[2:1],2'b00}; 
			g_col = {2'b00,~row_l[8:7],~row_r[2:1],2'b00};
			  end
	3'b011: begin 
			row=8'b1111_0111; 
			r_col = {3'b000,row_l[9],row_r[0],3'b000}; 
			g_col = {3'b000,~row_l[9],~row_r[0],3'b000};
			  end
	3'b100: begin 
			row=8'b1110_1111; 
			r_col = {3'b000,~row_l[9],~row_r[0],3'b000}; 
			g_col = {3'b000,row_l[9],row_r[0],3'b000};
			  end
	3'b101: begin 
			row=8'b1101_1111; 
			r_col = {2'b00,~row_l[8:7],~row_r[2:1],2'b00}; 
			g_col = {2'b00,row_l[8:7],row_r[2:1],2'b00};
			  end
	3'b110: begin 
			row=8'b1011_1111; 
			r_col = {1'b0,~row_l[6:4],~row_r[5:3],1'b0}; 
			g_col = {1'b0,row_l[6:4],row_r[5:3],1'b0};
			  end
	3'b111: begin 
			row=8'b0111_1111; 
			r_col = {~row_l[3:0],~row_r[9:6]}; 
			g_col = {row_l[3:0],row_r[9:6]};
			  end
	default:  ;
	endcase
 end
end
endmodule
module music(beep,clk,rst,clkout);
input clk,clkout,rst;
output reg beep;
reg [10:0]count_end,count;
reg [3:0] seconds;
always @(posedge clk or posedge rst)
if (rst) begin count = 0;beep = 0;end
else begin
	if (seconds < 12) begin
		if (count == count_end) begin
		count <= 0;
		beep = ~beep;
		end
		else count = count + 1;
	end
	else beep = 0;
end
always @(posedge clkout or posedge rst)
if (rst) seconds = 0;
else begin
	case(seconds)
	0,1:count_end = 1517;
	2:count_end = 1275;
	3,4,5:count_end = 851;
	6,7:count_end = 956;
	8:count_end = 1275;
	9,10,11:count_end = 1432;
	default:seconds = 14;
	endcase
	seconds = seconds + 1;
	end
endmodule
module seg_led (num,seg_led,seg_leds,clk);
input [5:0] num; 
input clk; 
output reg [8:0] seg_led; 
output reg [1:0] seg_leds; 
reg [7:0] seg [9:0]; 
initial
begin
	seg[0] = 8'b11111100;   
	seg[1] = 8'b01100000;                                        
	seg[2] = 8'b11011010;                                          
	seg[3] = 8'b11110010;                                           
	seg[4] = 8'b01100110;                                           
	seg[5] = 8'b10110110;                                          
	seg[6] = 8'b10111110;                                          
	seg[7] = 8'b11100100;                                          
	seg[8] = 8'b11111110;                                          
	seg[9] = 8'b11110110; 
	seg_leds = 2'b01;
	seg_led = 8'b11111100;
end
always @ (posedge clk) 
begin
seg_leds = ~seg_leds;
if(seg_leds == 2'b10) seg_led = seg[num / 10]; 
else if (seg_leds == 2'b01) seg_led = seg[num - 10*(num/10)]; 
end
endmodule
</file>
<file path="./run.sh">
#!/bin/bash
# OpenROAD 26Q1-2900-gdf79404cd8, Yosys 0.63+post, stock flow scripts
make -C /OpenROAD-flow-scripts/flow DESIGN_CONFIG=/design/flow/config.mk WORK_HOME=/design/flow/orfs finish
</file>
==> results.md <==
| Group | Metric | Reported |
|---|---|---|
| global route | Routing usage on met3 | 2.06% |
| synth | Cell count after synthesis | 762 |
| global route | GRT met2 Usage | 23.3% |
| synth | Cell type with the highest aggregate area in the netlist | dfrtp_1 |
| synth | Portion of the post-synthesis area used by sequential elements | 51.2% |
| global route | Congestion Overflow GR | 0 |
| synth | Yosys cell types | 73 |
| detailed routing | Post-Route WL | 14300 µm |
| sta | Post-layout period usage | 89.1% |
| synth | Number of synthesized flops with an enable pin | 18 |
| layout | Share of final-layout standard cells stronger than drive strength 1 | 9.54% |
| power and ir drop | Total power consumption of the routed design | 3150 µW |
| worst setup path | Endpoint class of the critical path | flip-flop |
| sta | Hold_ws | 367 ps |
| clock tree | CTS tree | yes |
| worst setup path | Critical Path Fanout Max | 3 |
| worst setup path | Worst r2r dst | s1.seg_led[3] |
| hold path | Critical hold path startpoint | de1.key_rst |
| synth | Area of the synthesized netlist per yosys stat | 7670 µm² |
| worst setup path | Cell breakdown of the critical path | inv_1 -> ha_1 -> and2_1 -> a221oi_2 -> inv_1 -> ha_1 -> nand2_1 -> a31o_2 -> a31oi_1 -> a211o_1 |
| global route | Global-route usage over all layers | 15.9% |
| sta | Slew Viols, Final | 0 |
| global route | First-pass GRT wire length | 24800 µm |
| worst setup path | Data required time of the worst path | 2490 ps |
| run status | Run status | completed |
| synth | Number of cell instances after yosys synthesis | 762 |
| synth | Top area cell types | dfrtp_1, dfxtp_1, dfstp_2 |
| flow run | Max_cap viols | 0 |
| clock tree | Number of CTS-inserted buffers | 9 |
| global route | Gr busiest metal | met1 |
| synth | Synth top area share | 25.1% |
| clock tree | H-tree lvl count | 3 |
| worst setup path | Critical-path top delay cell | dfxtp_1 |
| power and ir drop | Total power divided by cell area | 361 nW/µm² |
| detailed routing | Total via count in the routed design | 5280 |
| power and ir drop | Leakage dissipation | 0.00364 µW |
| sta | Number of hold violations in the final report | 0 |
| global route | Via count of the first global-routing pass | 4954 |
| clock tree | Number of post-CTS setup repair buffers | 0 |
| global route | Global routing usage on met1 | 26.7% |
| worst setup path | Worst R2R Start | s1.seg_leds[1] |
| detailed routing | Diodes inserted | 0 |
| floorplanning | Num rows | 50 |
| worst setup path | Kind of start point of the critical path | flip-flop |
| hold path | End point of the worst hold path | de1.key_rst_pre |
| clock tree | Clock transition at path regs | 60 ps |
| synth | Post-synthesis async set-or-reset flop share | 63.7% |
| sta | Endpoints left unconstrained | 99 |
| detailed routing | Via-to-Cell Ratio | 5.07 |
| flow run | Number of logged tool warnings | 50 |
| synth | Summed instance area of the synthesized netlist | 7670 µm² |
| detailed routing | Average wire per standard cell | 13.8 µm |
| placed design | Number of buffers inserted by port buffering | 49 |
| layout | Core Util, Final | 46.5% |
| worst setup path | Setup slack of the most critical reg-to-reg path | 260 ps |
| worst setup path | Number of cell instances on the worst register-to-register path | 10 |
| floorplanning | Die Footprint | 19700 µm² |
| floorplanning | Fp_density | 40.9% |
| floorplanning | Core Box Area | 18800 µm² |
| synth | Post-synth regs | 160 |
| clock tree | Skew-Pair Late Insertion Delay | 340 ps |
| hold path | Hold Path Stages | 0 |
| sta | Unrepaired setup endpoints after global routing | no |
| sta | Peak Freq | 468 MHz |
| global route | Largest net degree at the start of global routing | 104 |
| clock tree | Post-CTS Hold Buffers | 0 |
| layout | Syn-to-layout area delta | 13.8% |
| power and ir drop | Worst IR Drop VDD | 0.000377 V |
| worst setup path | Data arrival time of the critical path | 2230 ps |
| sta | Relative slew margins | 55.5% |
| sta | Slew at the pin with the worst max-slew slack | 665 ps |
| clock tree | Root cell of the clock tree | clkbuf_16 |
| placed design | Half-perimeter wire length of the detailed placement result | 9950 µm |
| synth | Number of warnings issued by yosys | 21 |
| synth | Most used flip-flop cell after synthesis | dfrtp_1 |
| placed design | GP Congestion | 0.845 |
| floorplanning | Horizontal die dimension | 140 µm |
| detailed routing | Post-route ant nets | 0 |
| worst setup path | Critical Path Source | s1.seg_leds[1] |
| detailed routing | Post-route DRC | 0 |
| global route | Initial antenna violation count | 0 |
| floorplanning | Y dimension of the die | 140 µm |
| sta | Number of register pins that no clock reaches | 80 |
| worst setup path | Gate family responsible for the most delay along the worst path | AND-OR/OR-AND gates |
| hold path | Worst min-delay path class | reg2reg |
| floorplanning | Ports | 59 |
| worst setup path | Category of the critical setup timing path | reg2reg |
| sta | Worst clock skew on the final layout | 6.25 ps |
| worst setup path | CP Buf/Inv Count | 2 |
| clock tree | Post-cts resize count | 0 |
| synth | Mean cell area of the mapped netlist | 10.1 µm² |
| detailed routing | Detailed-router iteration count before antenna repair | 5 |
| clock tree | Longest Clk Path Bufs | 2 |
| worst setup path | Slowest cell delay on critical path | 330 ps |
| detailed routing | Iter 0 DRT Violations | 370 |
| sta | Total setup violations reported at the end of the flow | 0 |
| sta | Time the final worst path needs with I/O delays and setup | 2140 ps |
sequential cells by signal, indices dropped and copies added (netlist names), 2 cells and up:
name,count
lcd1.data_first_line,7
lcd1.state,6
ct.cnt,6
lcd1.speed_pre,2
l1.row_cnt,3
l1.row_r,10
lcd1.speed_now,2
l1.row_l,10
l1.row,8
lcd1.data,8
de1.cnt,17
s1.seg_leds,2
m1.count,11
s1.seg_led,7
lcd1.disp_count,3
d1.cnt1,7
m1.count_end,9
d1.cnt,9
l1.g_col,8
l1.r_col,8
m1.seconds,4
metrics by stage:
stage | TNS (ps) | cell area [µm²] | instances | setup WS [ps]
floorplan | -160 | 7700 | 769 | -160
global placement | 0 | 8390 | 1025 | 281
detailed placement | 0 | 8390 | 1025 | 271
CTS | 0 | 8730 | 1041 | 252
global route | 0 | 8730 | 1041 | 69.5
finish | 0 | 8730 | 1041 | 261
cell type report:
type / instances / area, µm²
Timing Repair Buffer: 59 / 578
Tap cell: 234 / 293
Clock buffer: 11 / 254
Inverter: 45 / 173
Fill cell: 1732 / 10000
Sequential cell: 160 / 3930
Multi-Input combinational cell: 527 / 3420
Clock inverter: 5 / 85.1
layer usage:
metal  vias up  wire length (µm)
li1       2675                 -
met1      2470              7260
met2       115              6330
met3        20               533
met4         0               208
met5         -                 0
synthesized netlist by cell type, types with 11 or more instances:
library cell  instances
nor2_1               81
dfrtp_1              77
nand2_1              75
o21ai_0              46
inv_1                42
dfxtp_1              40
ha_1                 36
nand3_1              30
xor2_1               27
dfstp_2              25
mux2i_1              23
xnor2_1              23
clkbuf_1             21
a21oi_1              18
edfxtp_1             18
o22ai_1              15
nor2b_1              11
kinds of logic (layout without fill, tap and decap cells):
logic type / after synthesis / in the layout / share of synthesized area (%)
buf+inv: 82 / 120 / 4.67
xor+xnor: 51 / 51 / 5.92
compound gates: 136 / 136 / 11.9
flops: 160 / 160 / 51.2
fa+ha+maj: 37 / 37 / 6.13
other cells: 2 / 9 / 0.0979
simple gates: 267 / 267 / 16.5
mux: 27 / 27 / 3.59
power by group:
part           internal [µW]  switching [µW]  total, µW  leakage [µW]
Clock                    983             588       1570      0.000162
Sequential              1400            44.8       1440       0.00174
Combinational           59.2            83.6        143       0.00174
how the worst max path moves through the flow:
stage | cells after the start | slack [ps] | end
4_1_cts | 10 | 250 | s1.seg_led[3]
5_1_grt | 10 | 70 | s1.seg_led[3]
6_report | 10 | 260 | s1.seg_led[3]
cell usage in the layout (no fill, tap or decap), drive strengths merged, types with 7 or more instances in the layout:
cell / synthesis / final
xnor2: 24 / 24
clkdlybuf4s50: 0 / 49
mux2i: 23 / 23
ha: 36 / 36
o21ai: 48 / 48
nor2b: 11 / 11
nor2: 83 / 83
dfxtp: 40 / 40
edfxtp: 18 / 18
nand2b: 10 / 10
nand3: 30 / 30
a21oi: 18 / 18
nand2: 75 / 75
and3: 9 / 9
nor3: 10 / 10
buf: 15 / 10
inv: 45 / 46
dfstp: 25 / 25
clkbuf: 22 / 11
and2: 7 / 7
xor2: 27 / 27
a22oi: 7 / 7
conb: 2 / 9
o22ai: 15 / 15
dfrtp: 77 / 77
No activity file was given, so power comes from the tool's default toggle rates.
